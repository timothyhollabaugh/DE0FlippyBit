File: run.sh
#!/bin/bash
# OpenROAD 26Q1-2900-gdf79404cd8, Yosys 0.63+post, stock flow scripts
make -C /OpenROAD-flow-scripts/flow DESIGN_CONFIG=/design/flow/config.mk WORK_HOME=/design/flow/orfs finish
File: config.mk
export PLATFORM = sky130hd
export DESIGN_NAME = Column_State_Machine
export DESIGN_NICKNAME = Column_State_Machine
export VERILOG_FILES = /design/flow/design.v
export SDC_FILE = /design/flow/constraint.sdc
export NUM_CORES = 4
export LEC_CHECK = 1
export CORE_UTILIZATION = 40
File: constraint.sdc
current_design Column_State_Machine

set clk_period 3.9
set clk_io_pct 0.2

create_clock -name clk0 -period $clk_period [get_ports {clock}]

set non_clock_inputs [all_inputs -no_clocks]
set_input_delay [expr $clk_period * $clk_io_pct] -clock clk0 $non_clock_inputs
set_output_delay [expr $clk_period * $clk_io_pct] -clock clk0 [all_outputs]
File: design.v
module Column_State_Machine(clock, user_input, reset_signal, ypos, game_over, correct, letter, present_state);
    input reset_signal, clock;
    input [7:0] user_input;
    output reg game_over, correct;
    output reg [4:0] ypos;
    output reg [7:0] letter;
    parameter StartState = 3'b000,
              ResetState = 3'b001,
              DelayState = 3'b010,
            CorrectState = 3'b011,
         MovingDownState = 3'b100,
        BoardBottomState = 3'b101;
    output reg [2:0]  present_state;
    reg [2:0]  next_state;
    reg [25:0] time_delay;
    reg [7:0]  randomletter;
    reg reset_time_delay;
    reg inc_time_delay;
    always @ (present_state or reset_signal or user_input or ypos or time_delay or letter) begin
        case (present_state)
            StartState: begin
                next_state <= reset_signal ? StartState : ResetState;
            end
            ResetState: begin
                if (~reset_signal) begin
                    next_state <= DelayState;
                end
                else begin
                    next_state <= StartState;
                end
            end
            DelayState: begin
                if (reset_signal) begin
                    next_state <= StartState;
                end
                else if (user_input == letter) begin
                    next_state <= CorrectState;
                end
                else if (time_delay >= 26'd50000000) begin
                    next_state <= MovingDownState;
                end
                else begin
                    next_state <= DelayState;
                end
            end
            CorrectState: begin
                if (~reset_signal) begin
                    next_state <= ResetState;
                end
                else begin
                    next_state <= StartState;
                end
            end
            MovingDownState: begin
                if (reset_signal) begin
                    next_state <= StartState;
                end
                else if (ypos >= 5'd21) begin
                    next_state <= BoardBottomState;
                end
                else begin
                    next_state <= DelayState;
                end
            end
            BoardBottomState: begin
                next_state <= StartState;
            end
        default: next_state <= BoardBottomState;
        endcase
    end
    always @ (posedge clock) begin
        present_state <= next_state;
        randomletter <= randomletter + 8'd1;
        if (reset_time_delay) begin
            time_delay <= 26'd0;
        end else if (inc_time_delay) begin
            time_delay <= time_delay + 26'd1;
        end
    end
    always @ (present_state) begin
        case (present_state)
            StartState      : begin
                inc_time_delay = 1'b0;
                reset_time_delay = 1'b0;
                ypos      <= ypos;
                game_over <= 1'b0;
                correct   <= 1'b0;
                letter    <= letter;
            end
            ResetState      : begin
                inc_time_delay = 1'b0;
                reset_time_delay = 1'b0;
                ypos      <= 5'd0;
                game_over <= 1'b0;
                correct   <= 1'b0;
                letter    <= randomletter;
            end
            DelayState      :  begin
                inc_time_delay = 1'b1;
                reset_time_delay = 1'b0;
                ypos      <= ypos;
                game_over <= 1'b0;
                correct   <= 1'b0;
                letter    <= letter;
            end
            CorrectState    : begin
                inc_time_delay = 1'b0;
                reset_time_delay = 1'b1;
                ypos      <= ypos;
                game_over <= 1'b0;
                correct   <= 1'b1;
                letter    <= letter;
            end
            MovingDownState : begin
                inc_time_delay = 1'b0;
                reset_time_delay = 1'b1;
                ypos      <= ypos + 5'd1;
                game_over <= 1'b0;
                correct   <= 1'b0;
                letter    <= letter;
            end
            BoardBottomState: begin
                inc_time_delay = 1'b0;
                reset_time_delay = 1'b0;
                ypos      <= ypos;
                game_over <= 1'b1;
                correct   <= 1'b0;
                letter    <= letter;
            end
            default: begin
                inc_time_delay = 1'b0;
                reset_time_delay = 1'b0;
                ypos      <= 5'd0;
                game_over <= 1'b0;
                correct   <= 1'b0;
                letter    <= letter;
        end
        endcase 
    end
endmodule 
==> metrics.yaml <==
async_flop_share: 0
drive_above_1_share: 0.117
grt_max_degree: 24
synth_cells: 236
worst_ir_drop_vdd_uv: 192
cts_tree: "done"
crit_end: "game_over"
r2r_cells: 5
ff_type: "dfxtp_1"
overflow: 0
grt_usage: 0.148
io_pins: 28
antenna_left: 0
synthTopCellsByCount: "dfxtp_1 (37), nor2_1 (27), xnor2_1 (24)"
gp_congestion: 0.799
status: "completed"
cts_made_buffers: 5
adder_share: 0.0289
p_leak_nw: 0.959
antenna_found_initial: 0
cts_hold_buf: 0
fin_ws_ns: 1.39
topCellsByArea: "dfxtp_1 (34%), xnor2_1 (9.7%), xor2_1 (5.7%)"
numPortBuffers: 27
unclocked_regs: 13
topCombFamilyByArea: "simple AND/OR/NAND/NOR gates"
simple_gate_area_frac: 0.271
die-area_mm2: 0.00571
end_kind: "primary output"
cts_resized: 0
worstPathMaxFanout: 9
warnings: 28
totalWireLength_mm: 3.75
ys_sh_mux: 0
clk_pin_slew_ns: 0.07
most_common_cell: "dfxtp_1"
core_mm2: 0.00517
period_used_share: 0.643
crit_type: "reg2out"
synth_area_mm2: 0.00216
met2_usage: 0.224
ys_cells: 236
ys.flops: 50
min_period_ns: 2.51
fp-row-count: 26
initCoreUtil: 0.418
place_ws_ns: 1.58
crit_path_start_kind: "flop"
drt-initial-drc-count: 73
top_area_cell: "dfxtp_1"
relSlewSlack: 0.455
diodes: 0
postCtsSetupBuffers: 0
untimed_endpoints: 26
synthXorXnorAreaFrac: 0.154
r2r_start: "present_state[1]"
yosys_area_mm2: 0.00216
dp_hpwl_mm: 2.66
yosys_warnings: 6
hold_viol_final: 0
critPathRequiredTime_ns: 3.12
die-width_um: 75.6
wl_per_cell_um: 11.2
cts-root-buf: "clkbuf_8"
grt_first_pass_wirelength_mm: 6.42
avgSynthCellArea_um2: 9.17
startpoint: "present_state[0]"
maxCapViolCount: 0
dr.pass1.iters: 4
r2r-end: "time_delay[25]"
setup-tns-final_ns: 0
fmax_ghz: 0.399
synth.distinct_cells: 46
clkLatencyLatePin_ns: 0.29
reg2reg_slack_ns: 1.61
synth-edff-count: 0
drc: 0
setup_viol: 0
tightest_slew_ns: 0.811
dr_total_vias: 1606
compound_area_frac: 0.0740
use_met1: 0.233
finClkSkew_ns: 0.00635
arrival_ns: 1.73
first_global_vias: 1440
use_met3: 0.0268
rsz0062_at_grt: "false"
via_per_inst: 4.81
p_per_area_mw_per_mm2: 316
grt_busiest_layer: "met1"
fp.dieH_um: 75.6
hold_path_class: "reg2reg"
cts_buffer_depth: 2
top_area_frac: 0.342
fin_util: 0.501
slew_violations: 0
htree_levels: 2
areaGrowthSynthToFinish_pct: 19.8
-- cells in the final DEF, fill, tap and decap left out, types with 6 or more instances in the layout --
cell type        count
xor2_1              14
xnor2_1             24
nor3_1               9
nand3_1              8
dfxtp_1             37
clkdlybuf4s50_1     27
clkbuf_8             7
inv_1               13
nand4_1              6
nor2_1              27
o21ai_0              7
nand2_1             15
dlxtp_1              8
-- critical path, cell delays in order, from the launching register on --
cell and delay [ns]:
dfxtp_1 0.53, inv_1 0.14, nor2_1 0.17, and2_1 0.15, clkdlybuf4s50_1 0.46
-- sequential cells by signal (all words and copies together), names as in the netlist --
register       count
ypos               5
letter             8
present_state      3
randomletter       8
time_delay        26
-- how the worst min path moves through the flow --
stage | startpoint | to | cells after the start
CTS | randomletter[0] | randomletter[0] | 1
global route | randomletter[0] | randomletter[0] | 1
finish | randomletter[0] | randomletter[0] | 1
-- report_power, final --
part,internal [mW],switching [mW],leakage [nW]
registers,0.415,0.0299,0.395
clock network,0.160,0.129,0.0542
logic,0.0451,0.0412,0.510
total,0.620,0.200,0.959
-- kinds of logic (layout without fill, tap and decap cells) --
family / after synthesis / count (layout)
flops: 37 / 37
simple gates: 97 / 97
fa+ha+maj: 5 / 5
xor+xnor: 38 / 38
latches: 13 / 13
buf+inv: 21 / 49
compound gates: 25 / 25
-- final cells by class --
class                      count  area, µm²
multi-input combinational    165       1140
clock inverter                 1       5.00
fill                         485       2580
timing repair buffer          28        278
tap                           70       87.6
sequential                    50        936
clock buffer                   7       96.3
inverter                      13       48.8
-- per-layer routing --
| layer | vias to the layer above | part of all wire |
|---|---|---|
| met3 | 4 | 0.030 |
| met4 | 0 | 0.013 |
| met2 | 18 | 0.43 |
| met5 | - | 0 |
| met1 | 732 | 0.53 |
| li1 | 852 | - |
-- per-stage QoR --
stage | hold slack (ns) | instance area, µm² | std cells | power (mW)
4_1_cts | 0.445 | 2590 | 334 | 0.833
3_3_place_gp | 0.423 | 2490 | 326 | 0.542
5_1_grt | 0.472 | 2590 | 334 | 0.868
6_report | 0.431 | 2590 | 334 | 0.819
2_1_floorplan | 0.388 | 2160 | 236 | 0.509
3_5_place_dp | 0.428 | 2490 | 326 | 0.542
Power and IR drop assume default switching activity.
